===== flow/design.v =====
package riscv_defines;
    typedef enum logic [2:0] {
        R_TYPE = 3'b000,
        I_TYPE = 3'b001,
        S_TYPE = 3'b010,
        B_TYPE = 3'b011,
        U_TYPE = 3'b100,
        J_TYPE = 3'b101,
        UNKNOWN_TYPE = 3'b111
    } inst_format_e;
    typedef enum logic [6:0] {
        OP_LOAD     = 7'b0000011,   
        OP_LOAD_FP  = 7'b0000111,   
        OP_IMM      = 7'b0010011,   
        OP_AUIPC    = 7'b0010111,   
        OP_STORE    = 7'b0100011,   
        OP_STORE_FP = 7'b0100111,   
        OP_REG      = 7'b0110011,   
        OP_LUI      = 7'b0110111,   
        OP_BRANCH   = 7'b1100011,   
        OP_JALR     = 7'b1100111,   
        OP_JAL      = 7'b1101111,   
        OP_SYSTEM   = 7'b1110011,   
        OP_FMADD    = 7'b1000011,   
        OP_FMSUB    = 7'b1000111,   
        OP_FNMSUB   = 7'b1001011,   
        OP_FNMADD   = 7'b1001111,   
        OP_FP       = 7'b1010011    
    } opcode_e;
    localparam FUNC3_ADDI   = 3'b000;
    localparam FUNC3_SLTI   = 3'b010;
    localparam FUNC3_SLTIU  = 3'b011;
    localparam FUNC3_XORI   = 3'b100;
    localparam FUNC3_ORI    = 3'b110;
    localparam FUNC3_ANDI   = 3'b111;
    localparam FUNC3_SLLI   = 3'b001;
    localparam FUNC3_SRLI_SRAI = 3'b101;
    localparam FUNC3_ADD_SUB = 3'b000;
    localparam FUNC3_SLL    = 3'b001;
    localparam FUNC3_SLT    = 3'b010;
    localparam FUNC3_SLTU   = 3'b011;
    localparam FUNC3_XOR    = 3'b100;
    localparam FUNC3_SRL_SRA = 3'b101;
    localparam FUNC3_OR     = 3'b110;
    localparam FUNC3_AND    = 3'b111;
    localparam FUNC3_LW     = 3'b010;
    localparam FUNC3_SW     = 3'b010;
    localparam FUNC3_BEQ    = 3'b000;
    localparam FUNC3_BNE    = 3'b001;
    localparam FUNC3_BLT    = 3'b100;
    localparam FUNC3_BGE    = 3'b101;
    localparam FUNC3_BLTU   = 3'b110;
    localparam FUNC3_BGEU   = 3'b111;
    localparam FUNC3_JALR   = 3'b000;
    localparam FUNC7_ADD    = 7'b0000000;
    localparam FUNC7_SUB    = 7'b0100000;
    localparam FUNC7_SLL    = 7'b0000000;
    localparam FUNC7_SLT    = 7'b0000000;
    localparam FUNC7_SLTU   = 7'b0000000;
    localparam FUNC7_XOR    = 7'b0000000;
    localparam FUNC7_SRL    = 7'b0000000;
    localparam FUNC7_SRA    = 7'b0100000;
    localparam FUNC7_OR     = 7'b0000000;
    localparam FUNC7_AND    = 7'b0000000;
    localparam FUNC7_MUL    = 7'b0000001;   
    localparam FUNC7_DIV    = 7'b0000001;    
    typedef enum logic [4:0] {
        FUNC5_FADD   = 5'b00000,
        FUNC5_FSUB   = 5'b00001,
        FUNC5_FMUL   = 5'b00010,
        FUNC5_FDIV   = 5'b00011,
        FUNC5_FSQRT  = 5'b01011,
        FUNC5_FSGNJ  = 5'b00100,
        FUNC5_FMIN_FMAX = 5'b00101,
        FUNC5_FCVT_W = 5'b11000,
        FUNC5_FMV_X_W = 5'b11100,
        FUNC5_FCMP   = 5'b10100,
        FUNC5_FCVT_S = 5'b11010,
        FUNC5_FMV_W_X = 5'b11110
    } func5_fp_e;
    typedef enum logic [2:0] {
        ALU_UNIT   = 3'b000,
        BRANCH_UNIT = 3'b001,
        LOAD_UNIT  = 3'b010,
        STORE_UNIT = 3'b011,
        FP_ALU_UNIT = 3'b100,
        FP_MUL_UNIT = 3'b101,
        FP_DIV_UNIT = 3'b110,
        UNKNOWN_UNIT = 3'b111
    } exec_unit_e;
    typedef enum logic [4:0] {
        ALU_ADD  = 5'b00000,
        ALU_SUB  = 5'b00001,
        ALU_AND  = 5'b00010,
        ALU_OR   = 5'b00011,
        ALU_XOR  = 5'b00100,
        ALU_SLT  = 5'b00101,
        ALU_SLTU = 5'b00110,
        ALU_SLL  = 5'b00111,
        ALU_SRL  = 5'b01000,
        ALU_SRA  = 5'b01001,
        ALU_MUL  = 5'b01010,
        ALU_DIV  = 5'b01011,
        ALU_COPY_A = 5'b01100,   
        ALU_COPY_B = 5'b01101    
    } alu_op_e;
    typedef enum logic [4:0] {
        FP_ADD    = 5'b00000,
        FP_SUB    = 5'b00001,
        FP_MUL    = 5'b00010,
        FP_DIV    = 5'b00011,
        FP_SQRT   = 5'b00100,
        FP_SGNJ   = 5'b00101,
        FP_SGNJN  = 5'b00110,
        FP_SGNJX  = 5'b00111,
        FP_MIN    = 5'b01000,
        FP_MAX    = 5'b01001,
        FP_EQ     = 5'b01010,
        FP_LT     = 5'b01011,
        FP_LE     = 5'b01100,
        FP_CVT_W_S = 5'b01101,
        FP_CVT_S_W = 5'b01110,
        FP_MV_X_W = 5'b01111,
        FP_MV_W_X = 5'b10000,
        FP_MADD   = 5'b10001,
        FP_MSUB   = 5'b10010,
        FP_NMSUB  = 5'b10011,
        FP_NMADD  = 5'b10100
    } fp_alu_op_e;
    typedef enum logic [2:0] {
        BRANCH_EQ  = 3'b000,
        BRANCH_NE  = 3'b001,
        BRANCH_LT  = 3'b100,
        BRANCH_GE  = 3'b101,
        BRANCH_LTU = 3'b110,
        BRANCH_GEU = 3'b111
    } branch_op_e;
    typedef struct packed {
        logic               valid;
        logic [31:0]        pc;
        logic [31:0]        instruction;
        inst_format_e       format;
        opcode_e            opcode;
        exec_unit_e         exec_unit;
        logic [4:0]         rs1_addr;
        logic [4:0]         rs2_addr;
        logic [4:0]         rs3_addr;     
        logic [4:0]         rd_addr;
        logic               rs1_en;       
        logic               rs2_en;       
        logic               rs3_en;       
        logic               rd_en;        
        logic               is_fp_rs1;    
        logic               is_fp_rs2;    
        logic               is_fp_rs3;    
        logic               is_fp_rd;     
        logic [31:0]        imm;
        alu_op_e            alu_op;
        fp_alu_op_e         fp_alu_op;
        branch_op_e         branch_op;
        logic               is_load;
        logic               is_store;
        logic               is_branch;
        logic               is_jump;
        logic [2:0]         func3;
        logic [6:0]         func7;
    } decoded_inst_t;
endpackage
module reg_file_float (
    input clk,
    input rst,
    input [4:0] rd_addr1,
    input [4:0] rd_addr2,
    input [4:0] rd_addr3,
    input [4:0] wr_addr,
    input [31:0] wr_data,
    input wr_enable,
    output [31:0] rd_data1,
    output [31:0] rd_data2,
    output [31:0] rd_data3
);
logic [31:0] reg_file[31:0];
initial begin 
    for(int i=0;i<32;i++) begin
        reg_file[i]=32'b00000000000000000000000000000000;
    end
end
always_ff @(posedge clk) begin 
    if(rst) begin
        for(int i=0;i<32;i++) begin
            reg_file[i]<=32'b00000000000000000000000000000000;
        end
    end
    else if(wr_enable && wr_addr!=5'b0) begin
        reg_file[wr_addr]<=wr_data;
    end
end
assign rd_data1 = reg_file[rd_addr1];
assign rd_data2 = reg_file[rd_addr2];
assign rd_data3 = reg_file[rd_addr3];
endmodule

===== flow/run.sh =====
#!/bin/bash
# OpenROAD 26Q1-2900-gdf79404cd8, Yosys 0.63+post, stock flow scripts
make -C /OpenROAD-flow-scripts/flow DESIGN_CONFIG=/design/flow/config.mk WORK_HOME=/design/flow/orfs finish

===== flow/config.mk =====
export PLATFORM = sky130hd
export DESIGN_NAME = reg_file_float
export DESIGN_NICKNAME = reg_file_float
export VERILOG_FILES = /design/flow/design.v
export SDC_FILE = /design/flow/constraint.sdc
export NUM_CORES = 4
export LEC_CHECK = 1
export CORE_UTILIZATION = 30
export SYNTH_HDL_FRONTEND = slang

===== flow/constraint.sdc =====
current_design reg_file_float

set clk_period 19.7
set clk_io_pct 0.2

create_clock -name clk0 -period $clk_period [get_ports {clk}]

set non_clock_inputs [all_inputs -no_clocks]
set_input_delay [expr $clk_period * $clk_io_pct] -clock clk0 $non_clock_inputs
set_output_delay [expr $clk_period * $clk_io_pct] -clock clk0 [all_outputs]

==> Implementation_results.wiki <==
== Flow metrics ==
{| class="wikitable"
! Metric !! Value
|-
| Signal arrival time at the worst endpoint || around 8800 ps
|-
| Antenna violations before repair || 38
|-
| Cell repeated most along the worst path || sky130_fd_sc_hd__buf_4
|-
| Share of post-route cells with drive strength above 1 || 8.103%
|-
| DRC marker count from the first detailed-route iteration || 3997
|-
| Most frequent logic cells in the routed design || 1536 x sky130_fd_sc_hd__mux2i_1, 1024 x sky130_fd_sc_hd__edfxtp_1, 992 x sky130_fd_sc_hd__and2_1, 290 x sky130_fd_sc_hd__nand2_1, 289 x sky130_fd_sc_hd__nand3_1
|-
| Instance area at placement || 68910 sq um
|-
| Endpoints failing setup || 0
|-
| Internal power summed over all cells || 4.113 mW
|-
| Run status || finished, final reports clean
|-
| Pwr Total || between 5 and 6 mW
|-
| Routability cong. || 0.9628
|-
| Critical Path Sink Type || output pin
|-
| Min-delay worst type || in -> reg
|-
| Total of flip-flops plus latches after synthesis || 1024
|-
| Switching power of the nets || 1.608 mW
|-
| Number of setup buffers added after CTS || 0
|-
| Clk network pwr share || 38.4%
|-
| Fill count || 20682
|-
| Chip footprint || 217400 sq um
|-
| Area occupied by registers || 30750 sq um
|-
| Yosys stat chip area || 64670 sq um
|-
| Post-synth top area cell || sky130_fd_sc_hd__edfxtp_1
|-
| Clock transition time at the flip-flop clock pins of the worst setup and hold paths || 60 ps
|-
| Final design area excluding fillers || 72700 sq um
|-
| Clock buffer count from CTS || 111
|-
| Number of optimization iterations in the first detailed-route pass || 5
|-
| Worst Path Required || around 16000 ps
|-
| Worst setup SP type || primary input
|-
| Die Span X || 466.3 um
|-
| Number of OpenROAD warnings || 26
|-
| Worst Setup SP || rd_addr3[1]
|-
| DRC violations left || 0
|-
| Sequential cell fraction of total power || 45.7%
|-
| Setup repair after global routing missed its margin || false
|-
| Peak Freq || 78.59 MHz
|-
| Cell Area, Synth || 64670 sq um
|-
| DR vias/cell || 5.662
|-
| Main area contributors || sky130_fd_sc_hd__edfxtp_1 48%, sky130_fd_sc_hd__mux2i_1 24%, sky130_fd_sc_hd__and2_1 9.6%, sky130_fd_sc_hd__a22oi_1 3.3%, sky130_fd_sc_hd__a22o_1 2.6%
|-
| Comb area || about 31000 sq um
|-
| Worst supply voltage drop on vdd || 0.07394 mV
|-
| Final slew viol count || 0
|-
| Clock period minus final worst setup slack || 12730 ps
|-
| # Cells Yosys || 5763
|-
| Synthesized netlist cell count || a little under 6000
|-
| Switching part of the total || between 20% and 30%
|-
| Static leakage power || between 20 and 30 nW
|-
| Top reg by flops || reg_file
|-
| Antenna-violating nets left || 0
|-
| Total core area || 214400 sq um
|-
| Maximum clock path buffer count || 3
|-
| Share of the synthesized area in the top cell type || 47.54%
|-
| Die height || 466.3 um
|-
| Via total after detailed routing || 48932
|-
| Port bufs || 150
|-
| Critical path, cell by cell || buf_8 -> buf_4 -> buf_4 -> buf_4 -> buf_4 -> mux2i_1 -> a22o_1 -> nor3_1 -> a31oi_1 -> nand3_1 -> clkdlybuf4s50_1
|-
| Post-Route WL || roughly 270 mm
|-
| Combinational power share || 15.9%
|-
| End point of the critical path || rd_data3[31]
|-
| Largest net degree at the start of global routing || 71
|-
| Max-Cap Viols || 0
|-
| Number of distinct library cells after synthesis || 29
|-
| Num ports || approximately 150
|-
| Critical setup path kind || in -> out
|-
| Site Rows || 170
|-
| Commonest non-fill, non-tap cell in the layout || sky130_fd_sc_hd__mux2i_1
|-
| HPWL Detailed || 153.7 mm
|-
| Cell with the largest stage delay on the worst path || sky130_fd_sc_hd__buf_4
|-
| Worst Min Path Start || rst
|-
| CTS Sinks || 1024
|-
| Cts repair resizes || 0
|-
| Area growth, synth to finish || 12.41%
|-
| Final critical-path share of the clock period || 64.59%
|-
| Library cell used as clock root buffer || sky130_fd_sc_hd__clkbuf_16
|-
| Gr ovfl total || 0
|-
| Final Hold Violating Endpoints || 0
|-
| Depth of the CTS H-tree || 3
|-
| Power density of the placed cells || slightly below 80 nW/um^2
|-
| Number of warnings printed during yosys synthesis || 0
|-
| Max transition margin || 31.67%
|-
| Flip-flop count of the largest register, all copies and words added || approximately 1000
|-
| Gr usage total || between 20% and 30%
|-
| Effective utilization at floorplan || approximately 30%
|-
| CTS Hold Bufs || 0
|-
| Via count of the first global-routing pass || between 40000 and 50000
|-
| Fraction of the yosys area taken by sequential cells || 47.54%
|-
| Clock tree from TritonCTS || built
|-
| Wire length per cell after detailed routing || approximately 31 um
|-
| Mean area per synthesized cell || 11.22 sq um
|-
| Transition time at the pin with the least slew margin || 1020 ps
|-
| Setup TNS Final || 0 ps
|-
| Largest stage delay on the critical path || 690 ps
|-
| Wire length of the first global-routing pass || about 370 mm
|-
| Registers with the highest flip-flop counts || reg_file: 1024 flops
|-
| Highest fanout seen on the critical path || 59
|}
[power groups by stage]
stage	Combinational [mW]	Clock [mW]	Sequential, mW
after CTS	0.892	2.22	2.61
after global routing	0.948	2.29	2.63
final	0.910	2.20	2.61
[cells in the mapped netlist]
library cell and instances:
sky130_fd_sc_hd__a21oi_1 288, sky130_fd_sc_hd__a22o_1 192, sky130_fd_sc_hd__a22oi_1 288, sky130_fd_sc_hd__a31oi_1 96, sky130_fd_sc_hd__and2_1 995, sky130_fd_sc_hd__buf_1 38
sky130_fd_sc_hd__buf_2 139, sky130_fd_sc_hd__buf_4 99, sky130_fd_sc_hd__buf_6 12, sky130_fd_sc_hd__clkbuf_1 270, sky130_fd_sc_hd__clkbuf_2 6, sky130_fd_sc_hd__clkbuf_4 8
sky130_fd_sc_hd__conb_1 1, sky130_fd_sc_hd__edfxtp_1 1024, sky130_fd_sc_hd__mux2i_1 1536, sky130_fd_sc_hd__nand2_1 293, sky130_fd_sc_hd__nand2b_1 7, sky130_fd_sc_hd__nand3_1 289
sky130_fd_sc_hd__nand3_2 1, sky130_fd_sc_hd__nand3b_1 3, sky130_fd_sc_hd__nand3b_2 1, sky130_fd_sc_hd__nor2_1 20, sky130_fd_sc_hd__nor2_2 9, sky130_fd_sc_hd__nor2_4 7
sky130_fd_sc_hd__nor2b_1 7, sky130_fd_sc_hd__nor3_1 96, sky130_fd_sc_hd__or2_2 34, sky130_fd_sc_hd__or3_1 2, sky130_fd_sc_hd__or3b_4 2
[stage by stage]
stage | setup WS, ps | utilization (%) | instances | hold slack, ps
finish | 6975 | 33.91 | 8642 | 3662
global route | 6886 | 33.90 | 8634 | 3655
CTS | 7004 | 33.89 | 8626 | 3614
detailed placement | 7015 | 32.14 | 8419 | 4436
global placement | 7018 | 32.14 | 8419 | 4438
floorplan | 10700 | - | 5794 | 4138
[worst max-delay path: cells and delay by family]
family | cells | cell delay (ps)
compound gates | 2 | 540
buf+inv | 6 | 3580
mux | 1 | 270
simple gates | 2 | 260
[worst min path at each step]
stage	to	cells past startpoint
after global routing	reg_file[0][19]$_SDFFCE_PN0P_	1
after CTS	reg_file[0][12]$_SDFFCE_PN0P_	1
final	reg_file[0][12]$_SDFFCE_PN0P_	1
[metal layers]
metal / vias to the layer above / share of wire [%] / track usage (%)
met1: 23490 / 33 / 27.42
met5: - / 0.19 / 1.405
met2: 3225 / 44 / 37.59
li1: 21232 / - / -
met4: 52 / 7.5 / 15.40
met3: 933 / 15 / 15.76
[cell families after synthesis]
logic type / after synthesis / share of synthesized area, %
AOI/OAI and AO/OA: 864 / 9.100
and+or+nand+nor: 1766 / 15.22
muxes: 1536 / 23.77
other: 1 / 0.005798
buffers and inverters: 572 / 4.361
DFF: 1024 / 47.54
[area by class of cell]
type / count / area share [%]
Clock buffer: 133 / 3.993
Tap cell: 2838 / 4.884
Multi-Input combinational cell: 4198 / 43.29
Antenna cell: 16 / 0.05507
Timing Repair Buffer: 359 / 4.309
Clock inverter: 74 / 1.170
Sequential cell: 1024 / 42.29
No activity file was given, so power comes from the tool's default toggle rates.
