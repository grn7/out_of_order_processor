==> flow/run.sh <==
#!/bin/bash
# OpenROAD 26Q1-2900-gdf79404cd8, Yosys 0.63+post, stock flow scripts
make -C /OpenROAD-flow-scripts/flow DESIGN_CONFIG=/design/flow/config.mk WORK_HOME=/design/flow/orfs finish
==> flow/config.mk <==
export PLATFORM = sky130hd
export DESIGN_NAME = reg_file_int
export DESIGN_NICKNAME = reg_file_int
export VERILOG_FILES = /design/flow/design.v
export SDC_FILE = /design/flow/constraint.sdc
export NUM_CORES = 4
export LEC_CHECK = 1
export CORE_UTILIZATION = 50
export SYNTH_HDL_FRONTEND = slang
==> flow/constraint.sdc <==
current_design reg_file_int

set clk_period 15.8
set clk_io_pct 0.2

create_clock -name clk0 -period $clk_period [get_ports {clk}]

set non_clock_inputs [all_inputs -no_clocks]
set_input_delay [expr $clk_period * $clk_io_pct] -clock clk0 $non_clock_inputs
set_output_delay [expr $clk_period * $clk_io_pct] -clock clk0 [all_outputs]
==> flow/design.v <==
package riscv_defines;
    typedef enum logic [2:0] {
        R_TYPE = 3'b000,
        I_TYPE = 3'b001,
        S_TYPE = 3'b010,
        B_TYPE = 3'b011,
        U_TYPE = 3'b100,
        J_TYPE = 3'b101,
        UNKNOWN_TYPE = 3'b111
    } inst_format_e;
    typedef enum logic [6:0] {
        OP_LOAD     = 7'b0000011,   
        OP_LOAD_FP  = 7'b0000111,   
        OP_IMM      = 7'b0010011,   
        OP_AUIPC    = 7'b0010111,   
        OP_STORE    = 7'b0100011,   
        OP_STORE_FP = 7'b0100111,   
        OP_REG      = 7'b0110011,   
        OP_LUI      = 7'b0110111,   
        OP_BRANCH   = 7'b1100011,   
        OP_JALR     = 7'b1100111,   
        OP_JAL      = 7'b1101111,   
        OP_SYSTEM   = 7'b1110011,   
        OP_FMADD    = 7'b1000011,   
        OP_FMSUB    = 7'b1000111,   
        OP_FNMSUB   = 7'b1001011,   
        OP_FNMADD   = 7'b1001111,   
        OP_FP       = 7'b1010011    
    } opcode_e;
    localparam FUNC3_ADDI   = 3'b000;
    localparam FUNC3_SLTI   = 3'b010;
    localparam FUNC3_SLTIU  = 3'b011;
    localparam FUNC3_XORI   = 3'b100;
    localparam FUNC3_ORI    = 3'b110;
    localparam FUNC3_ANDI   = 3'b111;
    localparam FUNC3_SLLI   = 3'b001;
    localparam FUNC3_SRLI_SRAI = 3'b101;
    localparam FUNC3_ADD_SUB = 3'b000;
    localparam FUNC3_SLL    = 3'b001;
    localparam FUNC3_SLT    = 3'b010;
    localparam FUNC3_SLTU   = 3'b011;
    localparam FUNC3_XOR    = 3'b100;
    localparam FUNC3_SRL_SRA = 3'b101;
    localparam FUNC3_OR     = 3'b110;
    localparam FUNC3_AND    = 3'b111;
    localparam FUNC3_LW     = 3'b010;
    localparam FUNC3_SW     = 3'b010;
    localparam FUNC3_BEQ    = 3'b000;
    localparam FUNC3_BNE    = 3'b001;
    localparam FUNC3_BLT    = 3'b100;
    localparam FUNC3_BGE    = 3'b101;
    localparam FUNC3_BLTU   = 3'b110;
    localparam FUNC3_BGEU   = 3'b111;
    localparam FUNC3_JALR   = 3'b000;
    localparam FUNC7_ADD    = 7'b0000000;
    localparam FUNC7_SUB    = 7'b0100000;
    localparam FUNC7_SLL    = 7'b0000000;
    localparam FUNC7_SLT    = 7'b0000000;
    localparam FUNC7_SLTU   = 7'b0000000;
    localparam FUNC7_XOR    = 7'b0000000;
    localparam FUNC7_SRL    = 7'b0000000;
    localparam FUNC7_SRA    = 7'b0100000;
    localparam FUNC7_OR     = 7'b0000000;
    localparam FUNC7_AND    = 7'b0000000;
    localparam FUNC7_MUL    = 7'b0000001;   
    localparam FUNC7_DIV    = 7'b0000001;    
    typedef enum logic [4:0] {
        FUNC5_FADD   = 5'b00000,
        FUNC5_FSUB   = 5'b00001,
        FUNC5_FMUL   = 5'b00010,
        FUNC5_FDIV   = 5'b00011,
        FUNC5_FSQRT  = 5'b01011,
        FUNC5_FSGNJ  = 5'b00100,
        FUNC5_FMIN_FMAX = 5'b00101,
        FUNC5_FCVT_W = 5'b11000,
        FUNC5_FMV_X_W = 5'b11100,
        FUNC5_FCMP   = 5'b10100,
        FUNC5_FCVT_S = 5'b11010,
        FUNC5_FMV_W_X = 5'b11110
    } func5_fp_e;
    typedef enum logic [2:0] {
        ALU_UNIT   = 3'b000,
        BRANCH_UNIT = 3'b001,
        LOAD_UNIT  = 3'b010,
        STORE_UNIT = 3'b011,
        FP_ALU_UNIT = 3'b100,
        FP_MUL_UNIT = 3'b101,
        FP_DIV_UNIT = 3'b110,
        UNKNOWN_UNIT = 3'b111
    } exec_unit_e;
    typedef enum logic [4:0] {
        ALU_ADD  = 5'b00000,
        ALU_SUB  = 5'b00001,
        ALU_AND  = 5'b00010,
        ALU_OR   = 5'b00011,
        ALU_XOR  = 5'b00100,
        ALU_SLT  = 5'b00101,
        ALU_SLTU = 5'b00110,
        ALU_SLL  = 5'b00111,
        ALU_SRL  = 5'b01000,
        ALU_SRA  = 5'b01001,
        ALU_MUL  = 5'b01010,
        ALU_DIV  = 5'b01011,
        ALU_COPY_A = 5'b01100,   
        ALU_COPY_B = 5'b01101    
    } alu_op_e;
    typedef enum logic [4:0] {
        FP_ADD    = 5'b00000,
        FP_SUB    = 5'b00001,
        FP_MUL    = 5'b00010,
        FP_DIV    = 5'b00011,
        FP_SQRT   = 5'b00100,
        FP_SGNJ   = 5'b00101,
        FP_SGNJN  = 5'b00110,
        FP_SGNJX  = 5'b00111,
        FP_MIN    = 5'b01000,
        FP_MAX    = 5'b01001,
        FP_EQ     = 5'b01010,
        FP_LT     = 5'b01011,
        FP_LE     = 5'b01100,
        FP_CVT_W_S = 5'b01101,
        FP_CVT_S_W = 5'b01110,
        FP_MV_X_W = 5'b01111,
        FP_MV_W_X = 5'b10000,
        FP_MADD   = 5'b10001,
        FP_MSUB   = 5'b10010,
        FP_NMSUB  = 5'b10011,
        FP_NMADD  = 5'b10100
    } fp_alu_op_e;
    typedef enum logic [2:0] {
        BRANCH_EQ  = 3'b000,
        BRANCH_NE  = 3'b001,
        BRANCH_LT  = 3'b100,
        BRANCH_GE  = 3'b101,
        BRANCH_LTU = 3'b110,
        BRANCH_GEU = 3'b111
    } branch_op_e;
    typedef struct packed {
        logic               valid;
        logic [31:0]        pc;
        logic [31:0]        instruction;
        inst_format_e       format;
        opcode_e            opcode;
        exec_unit_e         exec_unit;
        logic [4:0]         rs1_addr;
        logic [4:0]         rs2_addr;
        logic [4:0]         rs3_addr;     
        logic [4:0]         rd_addr;
        logic               rs1_en;       
        logic               rs2_en;       
        logic               rs3_en;       
        logic               rd_en;        
        logic               is_fp_rs1;    
        logic               is_fp_rs2;    
        logic               is_fp_rs3;    
        logic               is_fp_rd;     
        logic [31:0]        imm;
        alu_op_e            alu_op;
        fp_alu_op_e         fp_alu_op;
        branch_op_e         branch_op;
        logic               is_load;
        logic               is_store;
        logic               is_branch;
        logic               is_jump;
        logic [2:0]         func3;
        logic [6:0]         func7;
    } decoded_inst_t;
endpackage
module reg_file_int (
    input clk,
    input rst,
    input [4:0] rd_addr1,
    input [4:0] rd_addr2,
    input [4:0] rd_addr3,
    input [4:0] wr_addr,
    input [31:0] wr_data,
    input wr_enable,
    output [31:0] rd_data1,
    output [31:0] rd_data2,
    output [31:0] rd_data3
);
logic [31:0] reg_file[31:0];
initial begin 
    for(int i=0;i<32;i++) begin
        reg_file[i]=32'b0;
    end
end
always_ff @(posedge clk) begin 
    if(rst) begin
        for(int i=0;i<32;i++) begin
            reg_file[i]<=32'b0;
        end
    end
    else if(wr_enable && wr_addr!=5'b0) begin
        reg_file[wr_addr]<=wr_data;
    end
end
assign rd_data1 = (rd_addr1 == 5'b0) ? 32'b0 : reg_file[rd_addr1];
assign rd_data2 = (rd_addr2 == 5'b0) ? 32'b0 : reg_file[rd_addr2];
assign rd_data3 = (rd_addr3 == 5'b0) ? 32'b0 : reg_file[rd_addr3];
endmodule
==> summary.txt <==
flow finished, numbers: Largest register FFs=~1000, row cnt=between 100 and 150, HPWL after detailed placement=137000 um, vias in the first global route=roughly 44000, Comb pwr share=0.159, area fraction in mux cells=0.298, WL per Instance=between 30 and 40 um, CTS tree=yes, RSZ-0062 raised after global routing=false, status=complete, no violations, Tool Warnings=26, Post-synth top flop=edfxtp_1, Hold WC Path Type=primary input to flip-flop, global-route usage over all layers=0.406, largest area contributor in the netlist=edfxtp_1, core box area=124000 um2, Max clock buf depth=3, FP Core Util=0.505, Inserted Clock Buffers=between 100 and 150, final setup TNS=0 ps, initial antenna violation count=15, Compound Share, Synth=0.0498, design area=approximately 70000 um2, Die H=~360 um, First DRT Iteration DRCs=2876, final wirelength=229000 um, Avg Cell Area, Syn=between 10 and 15 um2, Die Footprint=roughly 130000 um2, largest net degree at the start of global routing=about 75, Crit. End Element=output pin, synthesis-to-layout area growth=11.4%, dpl cell area=65900 um2, Post-Syn Area=about 63000 um2, Post-synth ARST share=0, xor and xnor area share after synthesis=0, chip width=between 300 and 400 um, Post-DRT Antenna Nets=0, Top reg by flops=reg_file, layout cells sized above 1=0.273, buffers and inverters on the worst path=5, EDFF count, synth=1024, crit-path cells=buf_8, buf_4, buf_4, buf_4, mux4_2, nor2b_1, a211oi_1, nor4_1, clkdlybuf4s50_1, Critical Path Source Type=primary input, Synth Register Bits=between 1000 and 1500, DR vias=around 41000, highest-delay cell along the critical path=nor4_1, Seq/Total Area, Yosys=0.491, switching power=roughly 1.9 mW, PostCTS Resize Cnt=0, cts hold-fix bufs=0, Cell Type Count=between 40 and 50, GRT overflow=0, power density cells=103 nW/um2, fin crit period=between 10000 and 15000 ps, max-cap violations=0, top flop regs=reg_file (1024), top cells by count=1024 x edfxtp_1, 1013 x and2_1, 659 x mux4_2, 323 x clkbuf_1, 308 x mux2i_1, cells in synth_stat.txt=around 4300, clock slew at reported path FFs=around 60 ps, CTS H-tree lvls=3, global placement routability congestion=0.977, root buffer cell=clkbuf_16, Simple Share, Synth=0.125, Crit Path Class=primary input to output pin, TritonRoute pass-1 iters=22, Synth logic family=multiplexers, Post CTS Setup Buffer Count=0, Port Buffer Count=approximately 150, yosys warns=0, Post-Synthesis Cells=approximately 4300, Final Hold Fails=0, Hold WS=2900 ps, DR vias/cell=6.82, crit path DRT=roughly 13000 ps, final setup violation count=0, Slew @ Worst Pin=approximately 1300 ps, most frequent cell after synthesis=edfxtp_1, biggest cell delay along the critical path=approximately 760 ps, clock sinks=1024, final slew viol count=0, CP dominant cell by count=buf_4, yosys stat area=62600 um2, kind of cell adding the most delay to the critical path=buffers and inverters, f_max=92.6 MHz, CP arrival=7640 ps, first-pass GRT wire length=about 320000 um, Peak VDD IR=between 0.08 and 0.09 mV, Internal=around 5.3 mW, Pleak=roughly 24 nW, slew margin rel.=0.150, Reg power frac=0.452, Area leader share=0.491, Ports=151, DR DRC count=0, switching share of power=0.263, CP Max Fanout=roughly 70, adder-cell share of the synthesized area=0, Top area cell types=edfxtp_1 49%, mux4_2 24%, and2_1 10%, period utilization=0.684, clock power share=0.389
-- power by group through the flow --
stage / Sequential (mW) / Combinational, mW / Clock [mW]
after CTS: 3.26 / 1.12 / 2.83
final: 3.26 / 1.14 / 2.81
after global routing: 3.28 / 1.19 / 2.93
-- layer usage --
layer,part of all wire,vias up,wire length (um),track usage
li1,-,16900,-,-
met1,0.32,20200,72800,0.511
met2,0.43,3185,98700,0.532
met3,0.21,622,47100,0.349
met4,0.041,44,9380,0.127
met5,0.0050,-,1130,0.0638
-- path summary, 6_finish.rpt --
kind / from / to / slack, ps / depth (start not counted)
max: rd_addr1[2] / rd_data1[23] / 5000 / 9
min: rst / reg_file[0][0] / 2900 / 1
-- layout by cell type, fill, tap and decap left out, types with 22 or more instances in the layout --
master and n:
clkinv_2 24, nor2_4 33, clkinv_1 28, a2111oi_0 25, buf_4 189, clkdlybuf4s50_1 136, conb_1 32, mux2i_1 308
a21oi_1 47, o22ai_1 93, and2_1 1011, mux2_2 68, nor3_1 64, a211oi_1 54, nand2_1 26, a22o_1 53
edfxtp_1 1024, nor2b_1 42, clkbuf_16 121, or2_2 34, a22oi_1 88, mux4_2 659, nor4_1 23, o221ai_1 26
clkbuf_1 22
-- area by class of cell --
| class | instances | area (um2) |
|---|---|---|
| multi-input cells | 2770 | 30100 |
| well taps | 1637 | 2050 |
| fillers | 9479 | 54100 |
| clock inverters | 76 | 795 |
| diodes | 9 | 22.5 |
| flip-flops and latches | 1024 | 30700 |
| clock buffers | 143 | 3110 |
| repair buffers | 343 | 3030 |
| inverters | 2 | 7.51 |
-- through the flow --
stage                      util  power (mW)  worst slack, ps  instances
final                     0.563        7.21             5000       6004
after CTS                 0.563        7.20             5170       5995
after global routing      0.563        7.40             4960       5995
after detailed placement  0.532        4.42             5190       5776
after global placement    0.531        4.42             5160       5775
after floorplan               -        3.94             7890       4286
-- cell families after synthesis --
group,Yosys count
AND-OR/OR-AND,424
AND/OR/NAND/NOR,1279
multiplexers,1035
flip-flops,1024
buffers and inverters,492
other,1
No activity file was given, so power comes from the tool's default toggle rates.
